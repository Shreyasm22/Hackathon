### /design/flow/config.mk
export PLATFORM = sky130hd
export DESIGN_NAME = mult
export DESIGN_NICKNAME = mult
export VERILOG_FILES = /design/flow/design.v
export SDC_FILE = /design/flow/constraint.sdc
export NUM_CORES = 4
export LEC_CHECK = 1
export CORE_AREA = 10 10 114 114
export DIE_AREA = 0 0 124 124
### /design/flow/constraint.sdc
current_design mult

set clk_period 7.3
set clk_io_pct 0.2

create_clock -name clk0 -period $clk_period [get_ports {clk}]

set non_clock_inputs [all_inputs -no_clocks]
set_input_delay [expr $clk_period * $clk_io_pct] -clock clk0 $non_clock_inputs
set_output_delay [expr $clk_period * $clk_io_pct] -clock clk0 [all_outputs]
### /design/flow/design.v
module mult(eqz, data_in, clk, done, start, ldA, ldB, ldP, clrP, decB);
inout eqz;
inout ldA, ldB, ldP, clrP, decB;
input clk, start;
input [15:0]data_in;
output reg done;
controller C(ldA, ldB, ldP, clrP, decB, done, clk, eqz, start);
MUL_datapath M(eqz, ldA, ldB, ldP, clrP, decB, data_in, clk);
endmodule
module controller(ldA, ldB, ldP, clrP, decB, done, clk, eqz, start);
    input clk, eqz, start;
    output reg ldA, ldB, ldP, clrP, decB, done;
    reg [2:0] state;
    parameter S0 = 3'b000, S1 = 3'b001, S2 = 3'b010, S3 = 3'b011, S4 = 3'b100;
    always@(posedge clk)
    begin
        case(state)
            S0 : if(start) state <= S1;
            S1 : state <= S2;
            S2 : state <= S3;
            S3 : #2 if(eqz) state <= S4;
            S4 : state <= S4;
            default : state <= S0;
        endcase
    end 
    always@(state)
    begin
        case(state)
            S0 : begin #1 ldA = 0; ldB = 0; ldP = 0; clrP = 0; decB = 0; done = 0; end
            S1 : begin #1 ldA = 1; end
            S2 : begin #1 ldA = 0; ldB = 1; clrP = 1; end
            S3 : begin #1 ldB = 0; ldP = 1; clrP = 0; decB = 1; end
            S4 : begin #8 done = 1; ldB = 0; ldP = 0; decB = 0; end
            default : begin #1 ldA = 0; ldB = 0; ldP = 0; clrP = 0; decB = 0; end
        endcase 
    end
endmodule
module MUL_datapath(eqz, ldA, ldB, ldP, clrP, decB, data_in, clk);
    input ldA, ldB, ldP, clrP, decB, clk ;
    input [15:0] data_in;
    output eqz;
    wire [15:0] x,y,z,bout,bus;
    assign bus = data_in;
    PIPO1 A(x, bus, ldA, clk);
    PIPO2 B(y, z, ldP, clrP, clk);
    CNTR C(bout, bus, ldB, decB, clk);
    ADD D(z, x, y);
    EQZ E(eqz, bout);
endmodule
module PIPO1(dout, din, ld, clk);
    input [15:0] din;
    input ld,clk;
    output reg [15:0] dout;
    always@(posedge clk)
        if(ld) dout <= din;
endmodule
module PIPO2(dout, din, ld, clr, clk);
    input [15:0] din;
    input ld, clr, clk;
    output reg [15:0] dout;
    always@(posedge clk)
        if(clr) dout <= 16'b0;
        else if(ld) dout <= din; 
endmodule
module ADD(out, in1, in2);
    input [15:0] in1, in2;
    output reg [15:0] out;
    always@(*)
        out = in1 + in2;
endmodule
module EQZ(eqz, data);
    input [15:0] data;
    output eqz;
    assign eqz = (data == 0);
endmodule
module CNTR(dout, din, ld, dec, clk);
    input [15:0] din;
    input ld, dec, clk;
    output reg [15:0] dout;
    always@(posedge clk)
        if(ld) dout <= din;
        else if(dec && dout != 0) dout <= dout - 1;
endmodule
### /design/flow/run.sh
#!/bin/bash
# OpenROAD 26Q1-2900-gdf79404cd8, Yosys 0.63+post, stock flow scripts
make -C /OpenROAD-flow-scripts/flow DESIGN_CONFIG=/design/flow/config.mk WORK_HOME=/design/flow/orfs finish
==> impl_metrics.env <==
# flow metrics
export IMPL_synth_cell_types=28
export IMPL_post_cts_buffers=0
export IMPL_synthCells=124
export IMPL_stop_stage="4_1_cts"
export IMPL_untimed_endpoints=10
export IMPL_cts_buffers=3
export IMPL_ctsResizeCount=0
export IMPL_syn_area_per_cell_um2=9.75
export IMPL_ys_chip_area_um2=1210
export IMPL_gp_congestion=0.817
export IMPL_unclocked_regs=5
export IMPL_row_count=37
export IMPL_dp_slack_ns=4.12
export IMPL_post_dp_hpwl_mm=2.23
export IMPL_clockRootBuffer="clkbuf_8"
export IMPL_yosys_warnings=5
export IMPL_htree_levels=1
export IMPL_pin_count=25
export IMPL_portBuffers=18
export IMPL_ys_flops=24
export IMPL_die_y_um=124
export IMPL_die_w_um=124
export IMPL_cts_hold_buf=0
export IMPL_firstError="[error] [KeplerFormal.cpp:679] Workflow failed: Iso has multiple drivers: .ldB0, place20.X0"
export IMPL_synthesis_area_um2=1210
export IMPL_status="did not finish"
export IMPL_ys_cells=124
export IMPL_cts_buffer_depth=2
export IMPL_initCoreUtil_pct=11.6
cell usage after synthesis:
cell	number	area [µm²]
nor3b_1	1	7.51
xnor2_1	8	70.1
clkbuf_1	4	15.0
nor2_1	8	30.0
edfxtp_1	19	571
or2_2	2	12.5
ha_1	1	12.5
nand2b_1	1	6.26
dlxtn_1	4	60.1
nand4bb_1	1	11.3
xor2_1	5	43.8
inv_1	4	15.0
nand3_1	3	15.0
o21ai_0	16	80.1
nor2b_1	1	6.26
nor4_1	5	31.3
buf_4	1	7.51
buf_2	1	5.00
a21o_1	3	22.5
and2_1	2	12.5
dlxtp_1	1	15.0
or3_1	2	12.5
or4_1	3	22.5
a21oi_1	3	15.0
or2_1	1	6.26
nand2_1	18	67.6
or4b_1	1	10.0
nor3_1	5	25.0
stage by stage:
step / area (µm²) / std cells / util, % / hold slack [ns]
3_3_place_gp: 1540 / 273 / 14.8 / 0.603
3_5_place_dp: 1540 / 273 / 14.8 / 0.610
2_1_floorplan: 1210 / 124 / - / 0.574
cell families after synthesis:
logic type / Yosys count / share of synthesized area [%]
latches: 5 / 6.21
fa+ha+maj: 1 / 1.04
simple gates: 54 / 22.9
flops: 19 / 47.2
buf+inv: 10 / 3.52
compound gates: 22 / 9.73
xor+xnor: 13 / 9.42
